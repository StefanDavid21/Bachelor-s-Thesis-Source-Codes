==> design/flow/design.v <==
`timescale 1ns / 1ps
module clk_divider
    (
        input clk,  
        output reg divided_clk = 0      
    );
    integer counter_value = 0;  
    localparam division_value = 2; 
    always@ (posedge clk)
        begin 
            if(counter_value == division_value) 
                counter_value <= 1; 
            else
                counter_value <= counter_value + 1 ;     
        end
    always@(posedge clk)
        begin 
            if (counter_value == division_value) 
                divided_clk <= ~divided_clk;  
            else 
                divided_clk <= divided_clk;     
        end           
endmodule
`timescale 1ns / 1ps
module horizontal_counter
    (
        input clk_25Mhz, 
        output reg enable_v_counter = 0, 
        output reg [15:0] h_count_value = 0
    );
    always@(posedge clk_25Mhz)
     begin 
        if(h_count_value < 799) 
            begin
                h_count_value <=  h_count_value + 1; 
                enable_v_counter <= 0;  
            end
        else 
            begin
                h_count_value <= 0;  
                enable_v_counter <= 1; 
            end
     end               
endmodule
`timescale 1ns / 1ps
module top_module_vga_screen_v2
    (
        input clk, 
        input [18:0] address_in,
        input [11:0] data_in,
        output hsynq, 
        output vsynq, 
        output reg [11:0] data_out
    );
    wire clk_25Mhz;
    wire enable_v_counter; 
    wire [15:0] h_count_value; 
    wire [15:0] v_count_value;  
    clk_divider m0
    (
        .clk(clk), 
        .divided_clk(clk_25Mhz)      
    );
    horizontal_counter m1
    (
        .clk_25Mhz(clk_25Mhz), 
        .enable_v_counter(enable_v_counter), 
        .h_count_value(h_count_value)
    );
    vertical_counter m2
    (
        .clk_25Mhz(clk_25Mhz), 
        .enable_v_counter(enable_v_counter), 
        .v_count_value(v_count_value)
    );
assign hsynq = (h_count_value < 96) ? 1'b0 : 1'b1; 
assign vsynq = (v_count_value < 2)  ? 1'b0 : 1'b1; 
always@(posedge clk_25Mhz)
        begin
            data_out <= data_in; 
        end 
endmodule
`timescale 1ns / 1ps
module vertical_counter
    (
        input clk_25Mhz, 
        input enable_v_counter, 
        output reg [15:0] v_count_value = 0
    );
    always@(posedge clk_25Mhz)
     begin 
     if(enable_v_counter) 
     begin   
        if(v_count_value < 524) 
            begin
                v_count_value <=  v_count_value + 1; 
            end
        else 
            begin
                v_count_value <= 0; 
            end
     end       
     end               
endmodule
==> design/flow/run.sh <==
#!/bin/bash
# OpenROAD 26Q1-2900-gdf79404cd8, Yosys 0.63+post, stock flow scripts
make -C /OpenROAD-flow-scripts/flow DESIGN_CONFIG=/design/flow/config.mk WORK_HOME=/design/flow/orfs finish
==> design/flow/config.mk <==
export PLATFORM = sky130hd
export DESIGN_NAME = top_module_vga_screen_v2
export DESIGN_NICKNAME = top_module_vga_screen_v2
export VERILOG_FILES = /design/flow/design.v
export SDC_FILE = /design/flow/constraint.sdc
export NUM_CORES = 4
export LEC_CHECK = 1
export CORE_UTILIZATION = 30
==> design/flow/constraint.sdc <==
current_design top_module_vga_screen_v2

set clk_period 4.4
set clk_io_pct 0.2

create_clock -name clk0 -period $clk_period [get_ports {clk}]

set non_clock_inputs [all_inputs -no_clocks]
set_input_delay [expr $clk_period * $clk_io_pct] -clock clk0 $non_clock_inputs
set_output_delay [expr $clk_period * $clk_io_pct] -clock clk0 [all_outputs]
==> results_slide.txt <==
Run Summary

Clocking
  • H-tree depth: 2
  • CTS tree: built
  • Post-CTS Hold Buffers: 0
  • Clock buffer depth: 2
  • Clock Tree Root: clkbuf_8
  • Post-cts repair resize count: 0
  • Clock insertion delay at the later pin of the skew report: 0.29 ns
  • Worst-path clk slew: 0.07 ns
  • Post-CTS Setup Inserts: 0
  • TritonCTS Buffers: 5

STA
  • Tmin final: 1.75 ns
  • Fin Clk Skew: 0.00753 ns
  • Total negative setup slack: 0 ns
  • Slew headroom: 0.545
  • Register pins left without a clock: 45
  • Endpoints left unconstrained: approximately 63
  • Final hold vios: 0
  • Pins over their slew limit: 0
  • Worst Tran Pin Value: approximately 0.68 ns
  • F_max: 0.573 GHz
  • Cycle use final: 0.397
  • Endpoints failing setup: 0
  • RSZ-0062 raised after global routing: no

Route
  • First-pass DRT Iterations: 4
  • Final wirelength: 4.37 mm
  • 1st-iter DRT viols: 88
  • Wire per inst: between 10 and 15 um
  • Via count of the routed design: around 1,900
  • # DRC: 0
  • Vias/cell: around 4.3
  • Antenna fix cells: 0
  • Routed Antenna Nets: 0

Job
  • MaxCap Viol Count: 0
  • Tool warnings: 45

Global routing
  • Busiest grt layer: met1
  • Vias in the first global route: 1,698
  • Gr usage total: 0.0946
  • GRT overflow: 0
  • Largest net degree at the start of global routing: 47
  • Initial antenna violation count: 0
  • Met1 Usage GRT: 0.152
  • First-pass GRT wire length: 7.70 mm
  • GR Util met3: 0.0162
  • Met2 Use GR: 0.142

Die
  • Row count: 35
  • Die X: 101 um
  • Init Core Util: 0.312
  • DIE AREA: 0.0101 mm2
  • Core area: 0.00933 mm2
  • # IOs: 46
  • Die height: 101 um

Setup path
  • Setup crit end kind: flop
  • Arrival time at the worst endpoint: 1.92 ns
  • R2r startpoint: m0.counter_value[7]
  • Crit path required time: 4.57 ns
  • Worst path cell trace: nand3_1 -> nor4_4 -> nand4_1 -> xnor2_1
  • Largest fanout on the critical path: 13
  • Crit path from: m0.counter_value[7]
  • Reg2reg path depth: 4
  • Startpoint Class: flop
  • Critical path class: reg2reg
  • CP max stage delay: 0.64 ns
  • CP max-delay cell: nor4_4

Place
  • Dpl cells: 425
  • Hpwl dp: 3.27 mm
  • Port bufs: 26
  • Placer congestion estimate: 0.854
  • Placed inst area: about 0.0034 mm2

Yosys
  • Ys cells: 260
  • Yosys chip area: 0.00291 mm2
  • Post-synthesis cell count: 260
  • Ys flops: 78
  • Cell area after synthesis: 0.00291 mm2
  • Mean Syn Cell Area: around 11 um2
  • Register area share after synthesis: 0.594
  • Distinct lib cells used: 31
  • Syn. warnings: 4

Power and ir drop
  • Power per standard cell area: about 160 mW/mm2
  • LEAKAGE: 1.16 nW
  • Maximum VDD drop: 0.181 mV

Finish
  • Fillers: roughly 890
  • Final Cell Area: approximately 0.0035 mm2
  • Non-Filler Instances: approximately 430
  • Share of cells above drive strength 1: 0.0789
  • Synthesis-to-finish area growth: 18.5%

Outcome
  • Outcome: finished, final reports clean

Worst hold path
  • Hold Crit Class: reg2reg
  • Hold Path Stages: 1
  • Hold_sp: m0.counter_value[0]
## layer usage
| metal | routed length (um) | vias to the layer above |
|---|---|---|
| li1 | - | 988 |
| met1 | 2300 | 831 |
| met3 | 163 | 7 |
| met4 | 64 | 0 |
| met5 | 0 | - |
| met2 | 1850 | 26 |
## worst paths after layout
| kind | to | slack (ns) |
|---|---|---|
| setup / recovery | m0.counter_value[23] | 2.65 |
| hold / removal | m0.counter_value[0] | 0.45 |
| setup reg to reg | m0.counter_value[23] | 2.65 |
| hold reg to reg | m0.counter_value[0] | 0.45 |
## worst max-delay path: cells and delay by family (launching register included)
kind	cells	cell delay (ns)
xor gates and xnor gates	1	0.16
DFF	1	0.40
and+or+nand+nor	3	1.07
## registers in the layout (all words and copies together), names as in the netlist
name	count
m0.counter_value	32
m1.h_count_value	16
m2.v_count_value	16
data_out	12
m0.divided_clk	1
m1.enable_v_counter	1
## stage by stage
step | hold WS [ns] | worst slack [ns] | total power [mW] | util
after floorplan | 0.411 | 2.93 | 0.309 | -
after global placement | 0.434 | 2.64 | 0.320 | 0.360
after detailed placement | 0.437 | 2.66 | 0.320 | 0.360
after CTS | 0.456 | 2.63 | 0.551 | 0.370
after global routing | 0.494 | 2.45 | 0.562 | 0.370
final | 0.453 | 2.65 | 0.544 | 0.370
## where the power goes
group | internal, mW | switching, mW
logic | 0.00914 | 0.00225
clock network | 0.127 | 0.103
registers | 0.302 | 0
## cell families (layout without fill, tap and decap cells)
logic type                 count (synthesis)  count (layout)  share of synthesized area
and+or+nand+nor                          122             122                      0.229
DFF                                       78              78                      0.594
xor gates and xnor gates                  44              44                      0.132
buffers and inverters                      6              39                     0.0129
AOI/OAI and AO/OA                          5               5                     0.0133
adders and majority gates                  4               4                     0.0172
other                                      1              12                    0.00129
## synthesized netlist by cell type
cell,n,share of area
nand2_1,18,0.023
and2_1,1,0.0021
or4_4,1,0.0039
dfxtp_1,61,0.42
xnor2_1,29,0.087
or4_1,2,0.0052
conb_1,1,0.0013
nor4b_1,1,0.0030
a31o_1,1,0.0030
inv_1,4,0.0052
xor2_1,15,0.045
nor4_4,1,0.0073
nand4_1,14,0.030
nand3b_1,1,0.0026
nor2_4,1,0.0039
and4_4,1,0.0039
o21ai_0,1,0.0017
o31ai_2,1,0.0043
nor2_2,9,0.019
nor2_1,24,0.031
nand3_2,1,0.0034
nor3_1,7,0.012
nor4_1,11,0.024
buf_6,2,0.0077
and3_1,6,0.013
edfxtp_1,17,0.18
nand2_2,1,0.0021
nor3_2,1,0.0034
ha_1,4,0.017
nand3_1,21,0.036
a31oi_1,2,0.0043
## final cells by class
| class | count | area, um2 | share of cell area |
|---|---|---|---|
| clock buffer | 8 | 90.1 | 0.0261 |
| inverter | 4 | 15.0 | 0.00435 |
| multi-input combinational | 187 | 1190 | 0.344 |
| sequential | 78 | 1730 | 0.502 |
| tap | 129 | 161 | 0.0468 |
| timing repair buffer | 27 | 268 | 0.0776 |
## cells in the final DEF (no fill, tap or decap), drive strengths merged
cell,Yosys,layout
or4,3,3
nand4,14,14
inv,4,4
o21ai,1,1
nand2,19,19
xnor2,29,29
and2,1,1
edfxtp,17,17
conb,1,12
clkbuf,0,8
xor2,15,15
nor4b,1,1
and4,1,1
nor4,12,12
ha,4,4
nor2,34,34
nand3b,1,1
dfxtp,61,61
buf,2,1
clkdlybuf4s50,0,26
nor3,8,8
nand3,22,22
and3,6,6
o31ai,1,1
a31o,1,1
a31oi,2,2
Power and IR drop assume default switching activity.
