File: flow/run.sh
#!/bin/bash
# OpenROAD 26Q1-2900-gdf79404cd8, Yosys 0.63+post, stock flow scripts
make -C /OpenROAD-flow-scripts/flow DESIGN_CONFIG=/design/flow/config.mk WORK_HOME=/design/flow/orfs finish
File: flow/config.mk
export PLATFORM = sky130hd
export DESIGN_NAME = top_module_vga_screen
export DESIGN_NICKNAME = top_module_vga_screen
export VERILOG_FILES = /design/flow/design.v
export SDC_FILE = /design/flow/constraint.sdc
export NUM_CORES = 4
export LEC_CHECK = 1
export CORE_UTILIZATION = 30
File: flow/constraint.sdc
current_design top_module_vga_screen

set clk_period 7.3
set clk_io_pct 0.2

create_clock -name clk0 -period $clk_period [get_ports {clk}]

set non_clock_inputs [all_inputs -no_clocks]
set_input_delay [expr $clk_period * $clk_io_pct] -clock clk0 $non_clock_inputs
set_output_delay [expr $clk_period * $clk_io_pct] -clock clk0 [all_outputs]
File: flow/design.v
`timescale 1ns / 1ps
module clk_divider
    (
        input clk,  
        output reg divided_clk = 0      
    );
    integer counter_value = 0;  
    localparam division_value = 2; 
    always@ (posedge clk)
        begin 
            if(counter_value == division_value) 
                counter_value <= 1; 
            else
                counter_value <= counter_value + 1 ;     
        end
    always@(posedge clk)
        begin 
            if (counter_value == division_value) 
                divided_clk <= ~divided_clk;  
            else 
                divided_clk <= divided_clk;     
        end           
endmodule
`timescale 1ns / 1ps
module horizontal_counter
    (
        input clk_25Mhz, 
        output reg enable_v_counter = 0, 
        output reg [15:0] h_count_value = 0
    );
    always@(posedge clk_25Mhz)
     begin 
        if(h_count_value < 799) 
            begin
                h_count_value <=  h_count_value + 1; 
                enable_v_counter <= 0;  
            end
        else 
            begin
                h_count_value <= 0;  
                enable_v_counter <= 1; 
            end
     end               
endmodule
`timescale 1ns / 1ps
module top_module_vga_screen
    (
        input clk, 
        output hsynq, 
        output vsynq, 
        output [15:0] haddress, 
        output [15:0] vaddress
    );
    wire clk_25Mhz;
    wire enable_v_counter; 
    wire [15:0] h_count_value; 
    wire [15:0] v_count_value; 
    clk_divider m0
    (
        .clk(clk), 
        .divided_clk(clk_25Mhz)      
    );
    horizontal_counter m1
    (
        .clk_25Mhz(clk_25Mhz), 
        .enable_v_counter(enable_v_counter), 
        .h_count_value(h_count_value)
    );
    vertical_counter m2
    (
        .clk_25Mhz(clk_25Mhz), 
        .enable_v_counter(enable_v_counter), 
        .v_count_value(v_count_value)
    );
assign hsynq = (h_count_value < 96) ? 1'b0 : 1'b1; 
assign vsynq = (v_count_value < 2)  ? 1'b0 : 1'b1; 
assign haddress = h_count_value;   
assign vaddress = v_count_value; 
endmodule
`timescale 1ns / 1ps
module vertical_counter
    (
        input clk_25Mhz, 
        input enable_v_counter, 
        output reg [15:0] v_count_value = 0
    );
    always@(posedge clk_25Mhz)
     begin 
     if(enable_v_counter) 
     begin   
        if(v_count_value < 524) 
            begin
                v_count_value <=  v_count_value + 1; 
            end
        else 
            begin
                v_count_value <= 0; 
            end
     end       
     end               
endmodule
==> CHANGELOG.md <==
### Implementation results

- Least-Margin Pin Slew: 0.679 ns
- Dpl cell area: 3170 µm²
- Setup Buffers After CTS: 0
- Initial DRC count: 59
- Tool warnings: 26
- Post-synthesis sequential area ratio: 0.559
- Die Height: 96.3 µm
- Setup TNS: 0 ns
- Htree depth: 2
- CTS resizes: 0
- Synth cell types: 30
- Routed Wire Length: roughly 4.4 mm
- Post-layout min period: ~1.5 ns
- Area share, top type: 0.368
- Syn. warnings: 3
- Worst-path maximum fanout: 11
- Die Wd: 96.3 µm
- Total gr overflow: 0
- Commonest Layout Cell: dfxtp_1
- Number of unconstrained endpoints: 71
- Simple share: 0.236
- Rows: 34
- RePlAce Congestion: 0.803
- Clk buf depth: 2
- Setup crit end kind: flop
- P&R area growth vs syn: 22.1%
- Registers, synthesis: 66
- Reg area: 1490 µm²
- Synth top area cells: dfxtp_1 37%, edfxtp_1 19%, xnor2_1 9.5%, xor2_1 5.3%, nand3_1 3.8%
- Syn avg cell area: 10.9 µm²
- MUX share of area: 0
- Final worst setup slack: about 5.8 ns
- Vias per cell: 4.52
- Final setup vio count: 0
- Layout cell share with drive strength beyond 1: 0.0709
- Type of the worst setup path: reg2reg
- Lkg Pwr: 0.00110 µW
- XOR/XNOR Area Share: 0.148
- Die area: 9270 µm²
- VDD IR max: approximately 0.00011 V
- Hold buffers post-CTS: 0
- TritonCTS Buffers: 5
- DP HPWL: 3.11 mm
- Via Count: 1,825
- Vias in the first global route: roughly 1,700
- Detailed-router iteration count before antenna repair: 4
- Yosys chip area: 2670 µm²
- TritonCTS clock tree: yes
- Skew final: 0.00453 ns
- Max Transition Viols Final: 0
- Compound Share, Synth: 0.0164
- Req. time, crit path: 7.46 ns
- Root Driver: clkbuf_8
- Final period util: 0.207
- FILL cells: 884
- Top cells excl fill/tap: 49 x dfxtp_1, 34 x clkdlybuf4s50_1, 29 x xnor2_1
- Tot GR Track Use: 0.105
- Comb. cell area: about 1200 µm²
- Global-route wire length before repair: between 7 and 8 mm
- Num ports: 35
- Synth Instances: 245
- CP Launch Type: flop
- Highest Clock Rate: about 0.66 GHz
- Initial antenna violation count: 0
- Status: complete, no violations
- Yosys Instances: 245
- Dominant cell type by area after synthesis: dfxtp_1
- Latency at later pin: roughly 0.28 ns
- Max-cap viol count: 0
- Arrival @ worst endpoint: 1.68 ns
- Core ar.: 8680 µm²
- Buffers on Ports: 34
- Worst rel slew slack: 0.547
- WL per Instance: about 11 µm
- Main logic family: simple AND/OR/NAND/NOR gates
- Tot Pwr: 309 µW
- Adder Area Share: 0.0188
- Post-Synthesis Cell Area: roughly 2700 µm²
- Antenna Cells: 0
- Fin area: 3250 µm²
- Clock slew at reported path FFs: around 0.060 ns
- Largest net degree at the start of global routing: 35
- RSZ-0062 raised after global routing: no
- DRC: 0
- Fp util: 0.307
- Worst min path class: reg2reg
- Hold Violations, Final: 0
- Worst slack, placed: 5.82 ns
- Power per cell area: 94.8 nW/µm²
- Antenna-violating nets left: 0
- Register pins left without a clock: 33
where the power goes:
part | leakage (µW) | switching [µW] | internal, µW
Combinational | 0.000467 | 0.572 | 0
Clock | 0.0000395 | 58.8 | 67.6
Sequential | 0.000592 | 0 | 182
cell families after synthesis:
kind of cell | count (synthesis)
AOI/OAI and AO/OA | 5
buffers and inverters | 11
DFF | 66
and+or+nand+nor | 113
xor gates and xnor gates | 45
adders and majority gates | 4
other | 1
per-layer routing:
metal / vias to the layer above / GRT usage / wire length (µm)
met4: 0 / 0.00995 / 14
met3: 2 / 0.0225 / 152
met5: - / 0 / 0
met1: 839 / 0.163 / 2320
li1: 956 / - / -
met2: 28 / 0.160 / 1920
registers in the layout (all words and copies together), names as in the netlist:
register and flops:
m2.v_count_value 16, m1.h_count_value 16, m1.enable_v_counter 1, m0.counter_value 32
m0.divided_clk 1
critical path: stages, from the launching register on:
cell and delay (ns):
dfxtp_1 0.38, ha_1 0.21, nand3_1 0.15, nor3_1 0.17
buf_4 0.21, nand4_1 0.13, xnor2_1 0.14
cell type report:
| type | count | share of cell area |
|---|---|---|
| repair buffers | 37 | 0.111 |
| flip-flops and latches | 66 | 0.458 |
| inverters | 6 | 0.00692 |
| well taps | 108 | 0.0415 |
| multi-input cells | 179 | 0.357 |
| clock buffers | 8 | 0.0246 |
path summary, 6_finish.rpt:
path / startpoint / to / slack, ns / depth (start not counted)
max reg2reg: m0.counter_value[0] / m0.counter_value[12] / 5.79 / 6
min: m0.counter_value[0] / m0.counter_value[0] / 0.44 / 1
min reg2reg: m0.counter_value[0] / m0.counter_value[0] / 0.44 / 1
max: m0.counter_value[0] / m0.counter_value[12] / 5.79 / 6
per-stage QoR:
stage	std cells	util	hold WS, ns
6_report	404	0.375	0.444
5_1_grt	404	0.375	0.487
4_1_cts	404	0.375	0.450
3_5_place_dp	396	0.366	0.433
3_3_place_gp	396	0.366	0.429
2_1_floorplan	256	-	0.411
synthesized netlist by cell type:
cell type,count
xor2_1,16
dfxtp_1,49
edfxtp_1,17
or4_1,3
nand3_1,20
and4_4,1
a211oi_2,1
ha_1,4
buf_6,1
a41oi_1,1
xnor2_1,29
nor3_1,7
nand2_1,11
nor2_2,8
nor4_1,9
nand4_1,16
nor4b_1,1
conb_1,1
and4_1,5
inv_1,6
buf_2,3
and4bb_2,1
nor2_4,1
clkbuf_2,1
nand3b_1,1
o21ai_2,1
and3_1,8
a31o_1,1
nor2_1,21
o21ai_0,1
Power is estimated from default activity; no workload was simulated.
