[flow/run.sh]
#!/bin/bash
# OpenROAD 26Q1-2900-gdf79404cd8, Yosys 0.63+post, stock flow scripts
make -C /OpenROAD-flow-scripts/flow DESIGN_CONFIG=/design/flow/config.mk WORK_HOME=/design/flow/orfs finish
[flow/config.mk]
export PLATFORM = sky130hd
export DESIGN_NAME = video_2
export DESIGN_NICKNAME = video_2
export VERILOG_FILES = /design/flow/design.v
export SDC_FILE = /design/flow/constraint.sdc
export NUM_CORES = 4
export LEC_CHECK = 1
export CORE_UTILIZATION = 50
[flow/constraint.sdc]
current_design video_2

set clk_period 5.6
set clk_io_pct 0.2

create_clock -name clk0 -period $clk_period [get_ports {clk}]

set non_clock_inputs [all_inputs -no_clocks]
set_input_delay [expr $clk_period * $clk_io_pct] -clock clk0 $non_clock_inputs
set_output_delay [expr $clk_period * $clk_io_pct] -clock clk0 [all_outputs]
[flow/design.v]
`timescale 1ns / 1ps
module clk_divider
    (
        input clk,  
        output reg divided_clk = 0      
    );
    integer counter_value = 0;  
    localparam division_value = 2; 
    always@ (posedge clk)
        begin 
            if(counter_value == division_value) 
                counter_value <= 1; 
            else
                counter_value <= counter_value + 1 ;     
        end
    always@(posedge clk)
        begin 
            if (counter_value == division_value) 
                divided_clk <= ~divided_clk;  
            else 
                divided_clk <= divided_clk;     
        end           
endmodule
`timescale 1ns / 1ps
module horizontal_counter
    (
        input clk_25Mhz, 
        output reg enable_v_counter = 0, 
        output reg [15:0] h_count_value = 0
    );
    always@(posedge clk_25Mhz)
     begin 
        if(h_count_value < 799) 
            begin
                h_count_value <=  h_count_value + 1; 
                enable_v_counter <= 0;  
            end
        else 
            begin
                h_count_value <= 0;  
                enable_v_counter <= 1; 
            end
     end               
endmodule
`timescale 1ns / 1ps
module vertical_counter
    (
        input clk_25Mhz, 
        input enable_v_counter, 
        output reg [15:0] v_count_value = 0
    );
    always@(posedge clk_25Mhz)
     begin 
     if(enable_v_counter) 
     begin   
        if(v_count_value < 524) 
            begin
                v_count_value <=  v_count_value + 1; 
            end
        else 
            begin
                v_count_value <= 0; 
            end
     end       
     end               
endmodule
`timescale 1ns / 1ps
module video_2
    (
        input clk,
        input sw1,
        input sw2,
        input sw3, 
        output hsynq, 
        output vsynq, 
        output [3:0] r, 
        output [3:0] g, 
        output [3:0] b
    );
    wire clk_25Mhz;
    wire enable_v_counter; 
    wire [15:0] h_count_value; 
    wire [15:0] v_count_value; 
    clk_divider m0
    (
        .clk(clk), 
        .divided_clk(clk_25Mhz)      
    );
    horizontal_counter m1
    (
        .clk_25Mhz(clk_25Mhz), 
        .enable_v_counter(enable_v_counter), 
        .h_count_value(h_count_value)
    );
    vertical_counter m2
    (
        .clk_25Mhz(clk_25Mhz), 
        .enable_v_counter(enable_v_counter), 
        .v_count_value(v_count_value)
    );
assign hsynq = (h_count_value < 96) ? 1'b0 : 1'b1; 
assign vsynq = (v_count_value < 2)  ? 1'b0 : 1'b1; 
assign r = (h_count_value > 143 && h_count_value < 784 && v_count_value > 34 && v_count_value < 515 && (sw1)) ? 4'hF : 4'h0;
assign g = (h_count_value > 143 && h_count_value < 784 && v_count_value > 34 && v_count_value < 515 && (sw2)) ? 4'hF : 4'h0; 
assign b = (h_count_value > 143 && h_count_value < 784 && v_count_value > 34 && v_count_value < 515 && (sw3)) ? 4'hF : 4'h0;      
endmodule
==> notes.md <==
Implementation progress

Once the clock tree was built, the resizer swapped 0 gates to a different size. Per the OpenROAD floorplan log, the width of the die is 77.9 um. STA on the placed design reports a worst setup slack of 2.23 ns. Hold repair after CTS inserted 0 buffers. The number of detailed-routing iterations run before antenna repair stands at 4. The final routed DRC violation total stands at 0. Per the final report, max-transition violations number 0. The sequential element share of the synthesized area stands at 51.8%.

The buffer count from post-CTS setup fixing stands at 0. The tool flagged a number of max-cap violations equal to 0. The residual overflow from global routing stands at 0. The logic depth of the worst register-to-register path stands at 4.

The maximum root-to-sink buffer count stands at 2. Synthesis produced 285 cells. Once the floorplan was initialized, standard cells occupied 51.9% of the core. Counting the buffers created by CTS gives 5. The post-synth register bit count is 66. For the worst reg-to-reg path, the startpoint reported by OpenROAD is m0.counter_value[6]$_SDFF_PN0_. The number of antenna violations at the first check in global routing came to 0. Clock skew on the completed layout was measured at 0.00240 ns.

The via count of the first global-routing pass stands at 1,721. 39 endpoints have no timing constraint. The timer found 33 register pins that no clock reaches; their paths are not timed. The area growth from synthesis to layout stands at 9.74%. Looking at the max-slew report, the worst-margin pin has a slew of 0.795 ns.

The count of buffers inserted at the top-level ports stands at 17. The detail-routed net length per standard cell stands at 12.0 um. For the completed layout, the total cell area is recorded as 3160 um^2.

The combined global-route utilization of all metal layers stands at 16.7%. Detailed placement ended at an HPWL of 3190 um. The number of logged tool warnings stands at 26. The report gives the cell count of the worst hold path as 1. The smallest hold slack stands at 0.455 ns. The highest clock rate stands at 297 MHz. TritonCTS built the clock tree. The final weighted congestion in routability-driven placement stands at 0.776. The floorplan has 27 rows. The relative max-transition margin stands at 46.9%. Per the CTS log, the root buffer master is clkbuf_8. The script computed a power per unit cell area of 129 nW/um^2.

The yosys synthesis chip area stands at 2880 um^2. Detailed routing inserted a total of 1,950 vias. Setup repair after global routing left no endpoint under its margin. The H-tree was split into 2 levels. The synthesized area per cell stands at 10.1 um^2. After layout, the worst setup slack is 2.23 ns. The wire length of the first global-routing pass stands at 7900 um. The maximum fanout along the worst path stands at 4. The routed design shows a via density per instance of 5.17. The register-to-register path setup slack stands at 3.75 ns. The latest clock arrival within the worst-skew pair stands at 0.27 ns. The leakage power total stands at 1.22 nW. The synthesized netlist occupies a cell area of 2880 um^2. In this run the standard cell core region covers 5540 um^2.

The worst hold path begins at m0.counter_value[0]$_SDFF_PN1_. The overall die height stands at 77.9 um. Per the finish-stage timing summary, setup violations number 0. The critical path is of the primary input to output port type. The number of placed instances, taps included, is 369. The total cell area at the placement stage stands at 3080 um^2. The detail route stage leaves a number of antenna-violating nets equal to 0. The worst path in the final design needs a cycle of 3.37 ns, including I/O delays and setup.

Note that the worst hold path type here is flop to flop. In the hold report, the worst path ends at m0.counter_value[0]$_SDFF_PN1_. The required time reported for the critical path endpoint stands at 4.48 ns. In this run the count of I/O pins placed on the die edge is 18. The final hold violation count recorded for this run is 0.

In this run the critical register-to-register path is captured at m0.counter_value[31]$_SDFF_PN0_. The register clock-pin slew on the reported worst setup and hold paths stands at 0.06 ns. The worst setup path is launched from a primary input. The part of the cycle the worst path needs stands at 60.1%. The worst voltage drop across the vdd grid stands at 0.141 mV.

The final layout reports a setup TNS of 0 ns. Per the final layout report, the fraction of cells sized above drive strength 1 comes to 3.61%. The worst setup path is captured at an output port. During synthesis, Yosys emitted a total of 3 warnings. After the flow finishes, the layout carries non-filler instances totaling 377. Entering global routing, the biggest net connects 35 pins.

The synthesized netlist was found by Yosys to have 285 cells. The data arrival at the endpoint of the critical path stands at 2.25 ns. The number of violations reported at the end of detailed-routing iteration 0 stands at 111. The number of different library cells used by synthesis comes to 39.

The flow ran to the end, and the final reports show no timing, DRC or antenna violations. The number of antenna diodes stands at 0. The final wirelength stands at 4510 um. The total die size stands at 6060 um^2.
[kinds of logic (layout without fill, tap and decap cells)]
group | after synthesis | in the layout | synth area share [%]
fa+ha+maj | 4 | 4 | 1.74
buf+inv | 28 | 37 | 5.22
compound gates | 11 | 11 | 2.65
simple gates | 131 | 131 | 25.0
other cells | 1 | 12 | 0.130
flops | 66 | 66 | 51.8
xor+xnor | 44 | 44 | 13.4
[routing by layer]
layer | vias up | global-route usage [%] | wire length, um
met5 | - | 0 | 0
met4 | 0 | 1.32 | 10
met3 | 2 | 3.11 | 199
met2 | 34 | 23.0 | 1700
met1 | 883 | 29.7 | 2600
li1 | 1031 | - | -
[cell usage after synthesis (all sizes together)]
library cell	count	area, um^2
dfxtp	49	981
xor2	30	263
nor2	29	109
nor4	25	156
edfxtp	17	510
nand2	17	63.8
nand3	14	70.1
xnor2	14	123
buf	13	93.8
inv	11	41.3
nand4	10	68.8
and4	9	80.1
nor3	9	45.0
and3	6	37.5
or4	5	42.5
clkbuf	4	15.0
ha	4	50.1
and2	3	18.8
a21oi	2	10.0
a2111oi	1	8.76
a211o	1	8.76
a211oi	1	7.51
a21o	1	7.51
a31oi	1	6.26
conb	1	3.75
nand2b	1	6.26
nor2b	1	6.26
nor4b	1	8.76
o21ai	1	5.00
o21bai	1	7.51
o22ai	1	6.26
o31a	1	8.76
or2	1	6.26
[through the flow]
step	power [W]	util (%)
6_report	0.000407	57.0
5_1_grt	0.000421	57.0
4_1_cts	0.000412	57.0
3_5_place_dp	0.000245	55.5
3_3_place_gp	0.000245	55.5
2_1_floorplan	0.000243	-
[power breakdown]
part           switching (W)  internal [W]   total (W)
sequential                 0      0.000237    0.000237
combinational    0.000000916    0.00000179  0.00000271
clock              0.0000796     0.0000882    0.000168
[critical path, cell delays in order]
cell and delay (ns):
clkdlybuf4s50_1 0.44, and3_1 0.19, clkdlybuf4s50_1 0.49
[layout make-up]
| cell class | instances | area (um^2) |
|---|---|---|
| fillers | 499 | 2380 |
| repair buffers | 18 | 178 |
| inverters | 11 | 41.3 |
| clock buffers | 8 | 80.1 |
| well taps | 72 | 90.1 |
| flip-flops and latches | 66 | 1490 |
| multi-input cells | 202 | 1280 |
[cells in the final DEF (no fill, tap or decap), drive strengths merged, types with 10 or more instances in the layout]
cell type,instances
clkdlybuf4s50,17
xor2,30
nor4,25
dfxtp,49
nand2,17
edfxtp,17
nand4,10
conb,12
nand3,14
inv,11
xnor2,14
nor2,29
[worst max path at each step]
stage | from | endpoint | depth (start not counted)
finish | sw1 | r[1] | 3
CTS | sw1 | r[1] | 3
global route | sw1 | r[1] | 3
[sequential cells by signal, indices dropped and copies added (netlist names)]
name,count
m0.counter_value,32
m0.divided_clk,1
m1.enable_v_counter,1
m1.h_count_value,16
m2.v_count_value,16
Power is estimated from default activity; no workload was simulated.
