==> /design/flow/design.v <==
`timescale 1ns / 1ps
module Draw_FSM_Full_Circle # 
    (
        parameter x_center = 0,
        parameter y_center = 0,
        parameter radius = 10,
        parameter color = 0   
    )
    (
        input clk,
        input [15:0] horizontal_actual_position,
        input [15:0] vertical_actual_position,
        output [18:0] addr, 
        output reg [11:0] data_out
    );
        reg [11:0] data; 
        reg [31:0] x, y, d; 
    always @(posedge clk)
        begin
            case(color)
                0: data = 12'b000000000000;   
                1: data = 12'b111100000000;   
                2: data = 12'b000011110000;   
                3: data = 12'b000000001111;   
                4: data = 12'b111111111111;   
            endcase    
        end      
   always@(posedge clk)
        begin
            x <= horizontal_actual_position - x_center;
            y <= vertical_actual_position - y_center;
            d <= x*x + y*y - radius*radius;
            if (d <= 0 && d >= -2*radius)
                 data_out <= data;
            else
                 data_out <= 12'b000000000000; 
        end      
      assign addr = (vertical_actual_position * 800) + horizontal_actual_position;     
endmodule
==> /design/flow/run.sh <==
#!/bin/bash
# OpenROAD 26Q1-2900-gdf79404cd8, Yosys 0.63+post, stock flow scripts
make -C /OpenROAD-flow-scripts/flow DESIGN_CONFIG=/design/flow/config.mk WORK_HOME=/design/flow/orfs finish
==> /design/flow/config.mk <==
export PLATFORM = sky130hd
export DESIGN_NAME = Draw_FSM_Full_Circle
export DESIGN_NICKNAME = Draw_FSM_Full_Circle
export VERILOG_FILES = /design/flow/design.v
export SDC_FILE = /design/flow/constraint.sdc
export NUM_CORES = 4
export LEC_CHECK = 1
export CORE_AREA = 10 10 97 97
export DIE_AREA = 0 0 107 107
==> /design/flow/constraint.sdc <==
current_design Draw_FSM_Full_Circle

set clk_period 10.4
set clk_io_pct 0.2

create_clock -name clk0 -period $clk_period [get_ports {clk}]

set non_clock_inputs [all_inputs -no_clocks]
set_input_delay [expr $clk_period * $clk_io_pct] -clock clk0 $non_clock_inputs
set_output_delay [expr $clk_period * $clk_io_pct] -clock clk0 [all_outputs]
==> flow_summary.toml <==
# yosys + openroad results
[layout]
non_filler_instances = 321
final.fill_count = 802
drive_above_1_share_pct = 2.70
seqCellArea_um2 = 0
utilization_pct = 27.1
area_delta_synth_final_pct = 27.6
ff_count = 0
clock_buffer_count = 0

[worst_setup_path]
worst_setup_path_startpoint = "vertical_actual_position[2]"
critPathLaunchType = "primary input"
critical_path_class = "in2out"
worst_ep_required_time_ps = 8320
timing.critical_path.to_type = "primary output"
critical_path_fanouts_max = 4
crit_arrival_ps = 6540

[worst_hold_path]
hold_path_origin = "horizontal_actual_position[0]"
worstHoldPathType = "in2out"

[place]
placement.io_buffers = 39
detailed_place_hpwl_mm = 3.06
place.gp.congestion = 0.789
placed_cells = 321

[yosys]
yosys-top-cells-area = "ha_1 33%, fa_1 12%, xnor2_1 10%, buf_4 8.2%, inv_1 8.2%"
syn_avg_cell_area_um2 = 8.19
synth_top_cell_by_area = "ha_1"
yosys-top-cells-count = "41 x ha_1, 34 x inv_1, 18 x xnor2_1"
yosysTopAreaCellShare_pct = 33.1
synthAoiAreaFrac_pct = 13.9
synthXorXnorAreaFrac_pct = 13.9
yosys.stat.chipArea_um2 = 1550
ys_warn_count = 1
mux_share_pct = 0
synth_dominant_cell_count = "ha_1"
fa_ha_area_share_pct = 44.8
yosys-dominant-comb-family = "adder cells"
synth-cells-yosys = 189
synth.cellmix.simpleShare_pct = 10.7
syn_inst = 189
syn_area_um2 = 1550
synth.distinct_cells = 32
share_of_the_yosys_chip_area_belonging_to_registers_pct = 0

[pwr]
leakage_uw = 0.000968
power_density_over_the_cells_nw_per_um2 = 165
fin_total_pwr_uw = 326
peakVddDrop_uv = 43.8

[clocking]
cts_setup_buffers = 0
cts_resized = 0
cts_hold_repair.buffers = 0

[routing]
route.detailed.vias_per_inst = 3.82
insertedDiodeCount = 0
detail_route.first_pass.iterations = 4
drc_errors = 0
drtAntennaViolNets = 0
dr_total_vias = 1226
first_iter_violations = 19
drt-wirelength-per-cell_um = 10.1
routed_wl_mm = 3.23

[flow_run]
openroad.warnings = 31
timing.max_cap.violations = 0

[final_timing]
finalHoldWorstSlack_ps = 4160
fmax_ghz = 0.116
timing_hold_violations_final = 0
final-max-slew-violation-count = 0
finalCritPeriodShare_pct = 82.9
finalSetupViolCount = 0
fin_setup_tns_ps = 0
post-route-min-period_ps = 8620
rsz_0062_raised_after_global_routing = "false"

[floorplanning]
fp.dieH_um = 107
die-width_um = 107
floorplanUtilization_pct = 21.2
io_pins = 64
placement_rows = 31
die_area_um2 = 11400
core_region_area_um2 = 7290

[status]
outcome = "complete, no violations"

[grt]
grt_usage_pct = 5.82
top_usage_layer = "met2"
vias_in_the_first_global_route = 1325
grt_max_degree = 6
grt-ovfl-total = 0
globalRouteMet1Util_pct = 7.79
first_pass_grt_wire_length_mm = 5.76
grt_antenna_before_repair = 0
use_met3_pct = 1.21
grt_util_met2_pct = 10.0
report_power, final:
group	total, uW	leakage (uW)	internal, uW	switching, uW
clock	0	0	0	0
combinational	326	0.000968	198	128
sequential	0	0	0	0
metal layers:
layer	share of wire (%)	wire length, um
met5	0	0
met4	0	0
met3	5.9	190
met2	45	1470
met1	49	1580
critical path, cell delays in order:
cell	delay, ps
clkdlybuf4s50_1	480
ha_1	330
ha_1	310
fa_1	460
ha_1	360
a21oi_1	240
o21ai_0	170
o21a_1	190
nor2_1	110
xnor2_1	170
ha_1	290
nand3_1	80
nor2_1	40
a221o_1	350
nand3b_1	120
xnor3_1	310
clkdlybuf4s50_1	420
kinds of logic after synthesis:
kind of cell	Yosys count
AND-OR/OR-AND	33
AND/OR/NAND/NOR	31
other	1
adder cells (fa/ha/maj)	50
XOR/XNOR	23
buffers and inverters	51
area by class of cell:
cell class	instances	area (um^2)	share of cell area [%]
inverters	34	128	6.46
multi-input cells	149	1330	67.5
repair buffers	39	390	19.8
well taps	99	124	6.27
stage by stage:
| stage | setup slack [ps] | area, um^2 |
|---|---|---|
| after floorplan | 3000 | 1590 |
| after detailed placement | 1750 | 1980 |
| after global placement | 1740 | 1980 |
| after CTS | 1730 | 1980 |
| after global routing | 1460 | 1980 |
| final | 1780 | 1980 |
final timing paths:
check             cells after the start       end  slack [ps]
setup / recovery                     17  addr[18]        1780
hold / removal                        0   addr[0]        4160
cell usage in the layout, fill, tap and decap left out, types with 3 or more instances in the layout:
cell type / count
ha_1: 41
clkdlybuf4s50_1: 39
inv_1: 34
xnor2_1: 18
conb_1: 12
nor2_1: 9
fa_1: 9
a21oi_1: 8
o21ai_0: 7
xor2_1: 4
a21o_1: 4
nor2b_1: 4
nand3_1: 4
nand2_1: 3
o21a_1: 3
nor3_1: 3
nand2b_1: 3
Power figures rest on the tool's default switching activity, not on a simulated workload.
